**design/flow/config.mk**
```make
export PLATFORM = sky130hd
export DESIGN_NAME = data_modulus
export DESIGN_NICKNAME = data_modulus
export VERILOG_FILES = /design/flow/design.v
export SDC_FILE = /design/flow/constraint.sdc
export NUM_CORES = 4
export LEC_CHECK = 1
export CORE_UTILIZATION = 40
```
**design/flow/run.sh**
```bash
#!/bin/bash
# OpenROAD 26Q1-2900-gdf79404cd8, Yosys 0.63+post, stock flow scripts
make -C /OpenROAD-flow-scripts/flow DESIGN_CONFIG=/design/flow/config.mk WORK_HOME=/design/flow/orfs finish
```
**design/flow/design.v**
```verilog
parameter WDEPTH = 1024;
parameter WDSIZE = 16;
parameter RDEPTH = 1024;
parameter RDSIZE = 16;
parameter ASIZE = 10;
parameter RASIZE = 10;
module data_modulus(
    input             clk_50m,
    input             rst_n,
    input   [15:0]    source_real,
    input   [15:0]    source_imag,
    input             source_sop,
    input             source_eop,
    input             source_valid,
    output  [15:0]    data_modulus,  
    output            data_sop,
    output            data_eop,
    output            data_valid
);
reg  [31:0] amp_reg; 
reg  [15:0] data_real; 
reg  [15:0] data_imag;
always @ (posedge clk_50m or negedge rst_n) begin 
    if(!rst_n) begin 
        amp_reg <= 32'd0; 
        data_real   <= 16'd0; 
        data_imag   <= 16'd0; 
    end 
    else begin 
        if(source_real[15]==1'b0)                
            data_real <= source_real; 
        else 
            data_real <= ~source_real + 1'b1; 
        if(source_imag[15]==1'b0)                
           data_imag <= source_imag; 
        else 
            data_imag <= ~source_imag + 1'b1;             
        amp_reg <= (data_real*data_real) + (data_imag*data_imag); 
    end 
end
reg [18:0] source_valid_d;
reg [18:0] source_eop_d;
reg [18:0] source_sop_d;
assign data_eop = source_eop_d[18];
assign data_sop = source_sop_d[18];
assign data_valid = source_valid_d[18];
always @ (posedge clk_50m or negedge rst_n) begin
    if(!rst_n) begin
        source_eop_d <= 19'd0;
        source_valid_d <= 19'd0;
        source_sop_d <= 19'd0;
    end
    else begin
        source_valid_d <= {source_valid_d[17:0],source_valid};
        source_eop_d <= {source_eop_d[17:0],source_eop};
        source_sop_d <= {source_sop_d[17:0],source_sop};
    end
end
sqrt sqrt_inst 
(
    .clk(clk_50m),
    .rst_n(rst_n),
    .i_vaild(1'b1),
    .data_i(amp_reg),
    .data_o(data_modulus)
 );
endmodule 
module sqrt
	#( 	     
			parameter  d_width = 32,
			parameter  q_width = d_width/2,
			parameter  r_width = q_width + 1	)
	(
	input	wire clk,
	input	wire rst_n,
	input	wire i_vaild,
	input	wire [d_width-1:0]	data_i,  
	output	reg	o_vaild,
	output	reg	[q_width-1:0]	data_o,  
	output	reg	[r_width-1:0]	data_r   
    );
	reg 	[d_width-1:0] D     [q_width:1];  
	reg 	[q_width-1:0] Q_z	[q_width:1];  
	reg	 	[q_width-1:0] Q_q	[q_width:1];  
	reg 	valid_flag		    [q_width:1];  
	always@(posedge	clk or negedge	rst_n)
		begin
			if(!rst_n)
				begin
					D[q_width] <= 0;
					Q_z[q_width] <= 0;
					Q_q[q_width] <= 0;
					valid_flag[q_width] <= 0;
				end
			else if(i_vaild)
				begin
					D[q_width] <= data_i;   
					Q_z[q_width] <= {1'b1,{(q_width-1){1'b0}}};  
					Q_q[q_width] <= 0;  
					valid_flag[q_width] <= 1;
				end
			else
				begin
					D[q_width] <= 0;
					Q_z[q_width] <= 0;
					Q_q[q_width] <= 0;
					valid_flag[q_width] <= 0;
				end
		end
		generate
			genvar i;
				for(i=q_width-1;i>=1;i=i-1)
					begin:U
						always@(posedge clk or negedge	rst_n)
							begin
								if(!rst_n)
									begin
										D[i] <= 0;
										Q_z[i] <= 0;
										Q_q[i] <= 0;
										valid_flag[i] <= 0;
									end
								else	if(valid_flag[i+1])
									begin
										if(Q_z[i+1]*Q_z[i+1] > D[i+1])
											begin
												Q_z[i] <= {Q_q[i+1][q_width-1:i],1'b1,{{i-1}{1'b0}}};
												Q_q[i] <= Q_q[i+1];
											end
										else
											begin
												Q_z[i] <= {Q_z[i+1][q_width-1:i],1'b1,{{i-1}{1'b0}}};
												Q_q[i] <= Q_z[i+1];
											end
										D[i] <= D[i+1];
										valid_flag[i] <= 1;
									end
								else
									begin
										valid_flag[i] <= 0;
										D[i] <= 0;
										Q_q[i] <= 0;
										Q_z[i] <= 0;
									end
							end
					end
		endgenerate
		always@(posedge	clk or negedge	rst_n) 
			begin
				if(!rst_n)
					begin
						data_o <= 0;
						data_r <= 0;
						o_vaild <= 0;
					end
				else	if(valid_flag[1])
					begin
						if(Q_z[1]*Q_z[1] > D[1])
							begin
								data_o <= Q_q[1];
								data_r <= D[1] - Q_q[1]*Q_q[1];
								o_vaild <= 1;
							end
						else
							begin
								data_o <= {Q_q[1][q_width-1:1],Q_z[1][0]};
								data_r <= D[1] - {Q_q[1][q_width-1:1],Q_z[1][0]}*{Q_q[1][q_width-1:1],Q_z[1][0]};
								o_vaild <= 1;
							end
					end
				else
					begin
						data_o <= 0;
						data_r <= 0;
						o_vaild <= 0;
					end
			end
endmodule
```
**design/flow/constraint.sdc**
```tcl
current_design data_modulus

set clk_period 13.7
set clk_io_pct 0.2

create_clock -name clk0 -period $clk_period [get_ports {clk_50m}]

set non_clock_inputs [all_inputs -no_clocks]
set_input_delay [expr $clk_period * $clk_io_pct] -clock clk0 $non_clock_inputs
set_output_delay [expr $clk_period * $clk_io_pct] -clock clk0 [all_outputs]
```
==> results.json <==
{
  "htree_levels": 3,
  "drt-initial-drc-count": 2200,
  "path_clk_slew_ns": 0.06,
  "drt-total-wl_um": 175000,
  "ys_sh_simple": 0.135,
  "fin_crit_sh": 0.574,
  "hold_start": "amp_reg[6]$_DFF_PN0_",
  "wl_met1_um": 77300,
  "drtAntennaViolNets": 0,
  "rsz0062_at_grt": "no",
  "cts_sinks": 785,
  "top_cell": "inv_1",
  "rrSetupSlack_ns": 5.83,
  "wire_per_inst_um": 15.2,
  "compound_area_frac": 0.0539,
  "die_h_um": 469,
  "xor_share": 0.0325,
  "common_cells": "1966 x inv_1, 1293 x ha_1, 1184 x fa_1",
  "yosys.cell_types.count": 88,
  "antenna_found_initial": 1,
  "cts.repair.resized": 0,
  "slew_headroom": 0.436,
  "postCtsSetupBuffers": 0,
  "cts_tree": "yes",
  "hold_path_class": "reg2reg",
  "cp_slowest_stage_delay_ns": 0.78,
  "cts_buffers": 91,
  "area_leaders": "fa_1 27%, dfrtp_1 23%, ha_1 19%, inv_1 8.5%, and2_1 7.1%",
  "setup-tns-final_ns": 0,
  "final_hold_viol_count": 0,
  "ys_area_um2": 87100,
  "gp_congestion": 0.916,
  "max_freq_mhz": 127,
  "track_usage": 0.178,
  "cp-end-kind": "flop",
  "io_buffers": 55,
  "wl_met2_um": 82600,
  "layout-drive-gt1-share": 0.0299,
  "flop_cell": "dfrtp_1",
  "fp.coreArea_um2": 215000,
  "cp.arrival_ns": 8.46,
  "cts_hold_buf": 0,
  "worstHoldPathCells": 0,
  "dieArea_um2": 220000,
  "r2r-start": "sqrt_inst.Q_z[1][0]$_DFF_PN0_",
  "ctsLongestPathBuffers": 3,
  "syn_area_um2": 87100,
  "insertion_delay_ns": 0.72,
  "ys_ff": 785,
  "skew_ns": 0.0382,
  "grt_pass1_wl_um": 299000,
  "slew_viol_final": 0,
  "dp_hpwl_um": 144000,
  "path_max_fanout": 17,
  "tightest_slew_ns": 0.846,
  "hold-path-endpoint": "sqrt_inst.D[16][6]$_DFF_PN0_",
  "yosysWarningCount": 6,
  "ys_sh_mux": 0.00181,
  "drt-vias-per-instance": 4.74,
  "seq_area_um2": 19600,
  "critPathRequiredTime_ns": 14.29,
  "warnings": 69,
  "fillers": 19800,
  "worstSetupStartpointType": "flop",
  "top_logic_kind": "adder cells",
  "outcome": "completed",
  "grt_pass1_vias": 59000,
  "setup_viol": 0,
  "maxCapViolations": 0,
  "top_area_cell": "fa_1",
  "dieWidth_um": 469,
  "synth-edff-count": 0,
  "overflow": 0,
  "rows": 170,
  "async_flop_share": 1.00,
  "first_pass_iters": 5,
  "remaining_drc_errors": 0,
  "top_cell_area_share": 0.272,
  "vias": 54700,
  "yosysSeqAreaShare": 0.225,
  "io_pins": 56,
  "netlist_instances": 8656,
  "r2r_end": "sqrt_inst.data_o[0]$_DFF_PN0_",
  "mi_logic_area_um2": 59300,
  "top_layer": "met5",
  "worst-setup-path-type": "reg2reg",
  "grt_max_degree": 127,
  "whs_ns": 0.341,
  "cp_slowest_cell": "dfrtp_1",
  "avgSynthCellArea_um2": 10.1,
  "period_needed_ns": 7.87,
  "largest_register_ffs": 512,
  "route.met3.wl_um": 10800,
  "initial_core_util": 0.404,
  "cts_root_buffer": "clkbuf_16",
  "adder_share": 0.458,
  "synthToLayoutAreaGrowth_pct": 7.84,
  "reg2reg_depth": 28,
  "ys_cells": 8656
}
cells by family after synthesis:
logic type               Yosys count
other                              2
adder cells (fa/ha/maj)         2478
AND-OR/OR-AND                    722
buffers and inverters           2178
AND/OR/NAND/NOR                 2154
XOR/XNOR                         323
multiplexers                      14
flip-flops                       785
worst max-delay path: cells and delay by family (launching register included):
family	cells	cell delay, ns
AND-OR/OR-AND	7	1.24
XOR/XNOR	2	0.35
adder cells (fa/ha/maj)	8	3.30
buffers and inverters	4	0.51
flip-flops	1	0.78
AND/OR/NAND/NOR	7	1.53
through the flow:
step           utilization  cells  cell area [um2]  worst slack [ns]
5_1_grt              0.436  11500            94000              5.13
2_1_floorplan            -   8656            87100              6.59
3_3_place_gp         0.421  11400            90800              5.79
3_5_place_dp         0.421  11400            90800              5.83
4_1_cts              0.436  11500            94000              5.81
6_report             0.436  11500            94000              5.83
how the worst max path moves through the flow:
| stage | cells after the start | from | to |
|---|---|---|---|
| CTS | 28 | sqrt_inst.Q_z[1][0]$_DFF_PN0_ | sqrt_inst.data_o[0]$_DFF_PN0_ |
| global route | 28 | sqrt_inst.Q_z[1][0]$_DFF_PN0_ | sqrt_inst.data_o[0]$_DFF_PN0_ |
| finish | 28 | sqrt_inst.Q_z[1][0]$_DFF_PN0_ | sqrt_inst.data_o[0]$_DFF_PN0_ |
placed cells by master, fill, tap and decap left out, types with 60 or more instances in the layout:
cell type,synthesis,final
nor2_1,189,189
a21o_1,153,153
ha_1,1293,1293
xnor2_1,253,253
o21ai_0,133,133
fa_1,1184,1184
xor2_1,70,70
nor2b_1,101,101
dfrtp_1,785,785
and2_1,990,990
inv_1,1966,1966
nand3_1,60,60
clkbuf_16,0,91
a21oi_1,212,212
nand4_1,65,65
nand2_1,495,495
area by class of cell:
class | count | area share
antenna | 2 | 0.0000533
clock buffer | 114 | 0.0267
clock inverter | 49 | 0.00723
inverter | 1966 | 0.0785
multi-input combinational | 5693 | 0.631
sequential | 785 | 0.209
tap | 2838 | 0.0378
timing repair buffer | 95 | 0.00937
layer usage:
layer | track usage | vias to the layer above
met1 | 0.257 | 26800
met5 | 0.00195 | -
met2 | 0.281 | 1055
li1 | - | 26700
met4 | 0.0365 | 2
met3 | 0.0491 | 192
