## /design/flow/config.mk

```make
export PLATFORM = sky130hd
export DESIGN_NAME = lcd_rgb_top
export DESIGN_NICKNAME = lcd_rgb_top
export VERILOG_FILES = /design/flow/design.v
export SDC_FILE = /design/flow/constraint.sdc
export NUM_CORES = 4
export LEC_CHECK = 1
export CORE_UTILIZATION = 40
```

## /design/flow/constraint.sdc

```tcl
current_design lcd_rgb_top

set clk_period 7.2
set clk_io_pct 0.2

create_clock -name clk0 -period $clk_period [get_ports {clk}]

set non_clock_inputs [all_inputs -no_clocks]
set_input_delay [expr $clk_period * $clk_io_pct] -clock clk0 $non_clock_inputs
set_output_delay [expr $clk_period * $clk_io_pct] -clock clk0 [all_outputs]
```

## /design/flow/design.v

```verilog
parameter WDEPTH = 1024;
parameter WDSIZE = 16;
parameter RDEPTH = 1024;
parameter RDSIZE = 16;
parameter ASIZE = 10;
parameter RASIZE = 10;
module clk_div(
    input               clk,           
    input               rst_n,
    input       [15:0]  lcd_id,
    output  reg         lcd_pclk
    );
reg          clk_25m;
reg          clk_12_5m;
reg          div_4_cnt;
always @(posedge clk or negedge rst_n) begin
    if(!rst_n)
        clk_25m <= 1'b0;
    else 
        clk_25m <= ~clk_25m;
end
always @(posedge clk or negedge rst_n) begin
    if(!rst_n) begin
        div_4_cnt <= 1'b0;
        clk_12_5m <= 1'b0;
    end    
    else begin
        div_4_cnt <= div_4_cnt + 1'b1;
        if(div_4_cnt == 1'b1)
            clk_12_5m <= ~clk_12_5m;
    end        
end
always @(*) begin
    case(lcd_id)
        16'h4342 : lcd_pclk = clk_12_5m;
        16'h7084 : lcd_pclk = clk_25m;       
        16'h7016 : lcd_pclk = clk;
        16'h4384 : lcd_pclk = clk_25m;
        16'h1018 : lcd_pclk = clk;
        default :  lcd_pclk = 0;
    endcase      
end
endmodule
module lcd_display(
    input                lcd_pclk,        
    input                rst_n,           
    input        [10:0]  pixel_xpos,      
    input        [10:0]  pixel_ypos,      
    input        [10:0]  h_disp,          
    input        [10:0]  v_disp,          
    output       [15:0]  pixel_data,      
    input        [9:0]   fft_point_cnt,   
    input        [15:0]  fft_data,        
    output               fft_point_done,  
    output               data_req         
    );
localparam BLACK  = 16'b00000_000000_00000;      
localparam WHITE  = 16'b11111_111111_11111;      
localparam BLUE  = 16'b00000_000000_11111;      
assign data_req = ((pixel_ypos == fft_point_cnt + 7'd78)
                    && (pixel_xpos == h_disp - 1)) ? 1'b1 : 1'b0;
assign pixel_data = ((pixel_ypos == fft_point_cnt + 7'd78)
                    && (pixel_xpos <= fft_data[11:2]<<2)) ? BLUE : WHITE;                                 
assign fft_point_done  = ((pixel_ypos == fft_point_cnt + 7'd78)
                    && (pixel_xpos == h_disp - 1)) ? 1'b1 : 1'b0;                    
endmodule 
module lcd_driver(
    input                lcd_pclk,     
    input                rst_n,        
    input        [15:0]  lcd_id,       
    input        [15:0]  pixel_data,   
    output       [10:0]  pixel_xpos,   
    output       [10:0]  pixel_ypos,   
    output  reg  [10:0]  h_disp,       
    output  reg  [10:0]  v_disp,       
    output               lcd_de,       
    output               lcd_hs,       
    output               lcd_vs,       
    output     reg       lcd_bl,       
    output               lcd_clk,      
    output       [15:0]  lcd_rgb,      
    output     reg       lcd_rst       
    );
parameter  H_SYNC_4342   =  11'd41;      
parameter  H_BACK_4342   =  11'd2;       
parameter  H_DISP_4342   =  11'd480;     
parameter  H_FRONT_4342  =  11'd2;       
parameter  H_TOTAL_4342  =  11'd525;     
parameter  V_SYNC_4342   =  11'd10;      
parameter  V_BACK_4342   =  11'd2;       
parameter  V_DISP_4342   =  11'd272;     
parameter  V_FRONT_4342  =  11'd2;       
parameter  V_TOTAL_4342  =  11'd286;     
parameter  H_SYNC_7084   =  11'd128;     
parameter  H_BACK_7084   =  11'd88;      
parameter  H_DISP_7084   =  11'd800;     
parameter  H_FRONT_7084  =  11'd40;      
parameter  H_TOTAL_7084  =  11'd1056;    
parameter  V_SYNC_7084   =  11'd2;       
parameter  V_BACK_7084   =  11'd33;      
parameter  V_DISP_7084   =  11'd480;     
parameter  V_FRONT_7084  =  11'd10;      
parameter  V_TOTAL_7084  =  11'd525;     
parameter  H_SYNC_7016   =  11'd20;      
parameter  H_BACK_7016   =  11'd140;     
parameter  H_DISP_7016   =  11'd1024;    
parameter  H_FRONT_7016  =  11'd160;     
parameter  H_TOTAL_7016  =  11'd1344;    
parameter  V_SYNC_7016   =  11'd3;       
parameter  V_BACK_7016   =  11'd20;      
parameter  V_DISP_7016   =  11'd600;     
parameter  V_FRONT_7016  =  11'd12;      
parameter  V_TOTAL_7016  =  11'd635;     
parameter  H_SYNC_1018   =  11'd10;      
parameter  H_BACK_1018   =  11'd80;      
parameter  H_DISP_1018   =  11'd1280;    
parameter  H_FRONT_1018  =  11'd70;      
parameter  H_TOTAL_1018  =  11'd1440;    
parameter  V_SYNC_1018   =  11'd3;       
parameter  V_BACK_1018   =  11'd10;      
parameter  V_DISP_1018   =  11'd800;     
parameter  V_FRONT_1018  =  11'd10;      
parameter  V_TOTAL_1018  =  11'd823;     
parameter  H_SYNC_4384   =  11'd128;     
parameter  H_BACK_4384   =  11'd88;      
parameter  H_DISP_4384   =  11'd800;     
parameter  H_FRONT_4384  =  11'd40;      
parameter  H_TOTAL_4384  =  11'd1056;    
parameter  V_SYNC_4384   =  11'd2;       
parameter  V_BACK_4384   =  11'd33;      
parameter  V_DISP_4384   =  11'd480;     
parameter  V_FRONT_4384  =  11'd10;      
parameter  V_TOTAL_4384  =  11'd525;     
reg  [10:0] h_sync ;
reg  [10:0] h_back ;
reg  [10:0] h_total;
reg  [10:0] v_sync ;
reg  [10:0] v_back ;
reg  [10:0] v_total;
reg  [10:0] h_cnt  ;
reg  [10:0] v_cnt  ;
wire        lcd_en;
wire        data_req;
assign  lcd_hs = 1'b1;         
assign  lcd_vs = 1'b1;         
assign  lcd_clk = lcd_pclk;    
assign  lcd_de = lcd_en;       
assign  lcd_en = ((h_cnt >= h_sync + h_back) && (h_cnt < h_sync + h_back + h_disp)
                  && (v_cnt >= v_sync + v_back) && (v_cnt < v_sync + v_back + v_disp)) 
                  ? 1'b1 : 1'b0;
assign data_req = ((h_cnt >= h_sync + h_back - 1'b1) && (h_cnt < h_sync + h_back + h_disp - 1'b1)
                  && (v_cnt >= v_sync + v_back) && (v_cnt < v_sync + v_back + v_disp)) 
                  ? 1'b1 : 1'b0;
assign pixel_xpos = data_req ? (h_cnt - (h_sync + h_back - 1'b1)) : 11'd0;
assign pixel_ypos = data_req ? (v_cnt - (v_sync + v_back - 1'b1)) : 11'd0;
assign lcd_rgb = lcd_en ? pixel_data : 16'd0;
always @(posedge lcd_pclk) begin
    case(lcd_id)
        16'h4342 : begin
            h_sync  <= H_SYNC_4342; 
            h_back  <= H_BACK_4342; 
            h_disp  <= H_DISP_4342; 
            h_total <= H_TOTAL_4342;
            v_sync  <= V_SYNC_4342; 
            v_back  <= V_BACK_4342; 
            v_disp  <= V_DISP_4342; 
            v_total <= V_TOTAL_4342;            
        end
        16'h7084 : begin
            h_sync  <= H_SYNC_7084; 
            h_back  <= H_BACK_7084; 
            h_disp  <= H_DISP_7084; 
            h_total <= H_TOTAL_7084;
            v_sync  <= V_SYNC_7084; 
            v_back  <= V_BACK_7084; 
            v_disp  <= V_DISP_7084; 
            v_total <= V_TOTAL_7084;        
        end
        16'h7016 : begin
            h_sync  <= H_SYNC_7016; 
            h_back  <= H_BACK_7016; 
            h_disp  <= H_DISP_7016; 
            h_total <= H_TOTAL_7016;
            v_sync  <= V_SYNC_7016; 
            v_back  <= V_BACK_7016; 
            v_disp  <= V_DISP_7016; 
            v_total <= V_TOTAL_7016;            
        end
        16'h4384 : begin
            h_sync  <= H_SYNC_4384; 
            h_back  <= H_BACK_4384; 
            h_disp  <= H_DISP_4384; 
            h_total <= H_TOTAL_4384;
            v_sync  <= V_SYNC_4384; 
            v_back  <= V_BACK_4384; 
            v_disp  <= V_DISP_4384; 
            v_total <= V_TOTAL_4384;             
        end        
        16'h1018 : begin
            h_sync  <= H_SYNC_1018; 
            h_back  <= H_BACK_1018; 
            h_disp  <= H_DISP_1018; 
            h_total <= H_TOTAL_1018;
            v_sync  <= V_SYNC_1018; 
            v_back  <= V_BACK_1018; 
            v_disp  <= V_DISP_1018; 
            v_total <= V_TOTAL_1018;        
        end
        default : begin
            h_sync  <= H_SYNC_4342; 
            h_back  <= H_BACK_4342; 
            h_disp  <= H_DISP_4342; 
            h_total <= H_TOTAL_4342;
            v_sync  <= V_SYNC_4342; 
            v_back  <= V_BACK_4342; 
            v_disp  <= V_DISP_4342; 
            v_total <= V_TOTAL_4342;          
        end
    endcase
end
always@ (posedge lcd_pclk or negedge rst_n) begin
    if(!rst_n) 
        h_cnt <= 11'd0;
    else begin
        if(h_cnt == h_total - 1'b1)
            h_cnt <= 11'd0;
        else
            h_cnt <= h_cnt + 1'b1;           
    end
end
always@ (posedge lcd_pclk or negedge rst_n) begin
    if(!rst_n) 
        v_cnt <= 11'd0;
    else begin
        if(h_cnt == h_total - 1'b1) begin
            if(v_cnt == v_total - 1'b1)
                v_cnt <= 11'd0;
            else
                v_cnt <= v_cnt + 1'b1;    
        end
    end    
end
always@ (posedge lcd_pclk or negedge rst_n) begin
    if(!rst_n)begin 
        lcd_rst <= 0;
        lcd_bl <= 0;
    end
    else begin
        lcd_rst <= 1;
        lcd_bl <= 1;
    end
end
endmodule
module lcd_rgb_top(
    input                clk,             
    input                rst_n,           
    output               lcd_de,          
    output               lcd_hs,          
    output               lcd_vs,          
    output               lcd_clk,         
    output        [15:0]  lcd_rgb,         
    output               lcd_rst,
    output               lcd_bl ,
    input        [9:0]   fft_point_cnt,   
    input        [15:0]  fft_data,        
    output               fft_point_done,  
    output               data_req         
    );                                                      
wire          lcd_pclk  ;     
wire  [10:0]  pixel_xpos;     
wire  [10:0]  pixel_ypos;     
wire  [10:0]  h_disp    ;     
wire  [10:0]  v_disp    ;     
wire  [15:0]  pixel_data;     
wire  [15:0]  lcd_rgb_o ;     
assign lcd_rgb = lcd_de ?  lcd_rgb_o :  {16{1'bz}};
clk_div u_clk_div(
    .clk           (clk      ),
    .rst_n         (rst_n    ),
    .lcd_id        (16'h7016 ),
    .lcd_pclk      (lcd_pclk )
    );    
lcd_display u_lcd_display(
    .lcd_pclk       (lcd_pclk  ),
    .rst_n          (rst_n     ),
    .pixel_xpos     (pixel_xpos),
    .pixel_ypos     (pixel_ypos),
    .h_disp         (h_disp    ),
    .v_disp         (v_disp    ),
    .pixel_data     (pixel_data),
    .fft_point_cnt  (fft_point_cnt),
    .fft_data       (fft_data  ),
    .fft_point_done (fft_point_done),
    .data_req       (data_req  )    
    );    
lcd_driver u_lcd_driver(
    .lcd_pclk      (lcd_pclk  ),
    .rst_n         (rst_n     ),
    .lcd_id        (16'h7016  ),
    .pixel_data    (pixel_data),
    .pixel_xpos    (pixel_xpos),
    .pixel_ypos    (pixel_ypos),
    .h_disp        (h_disp    ),
    .v_disp        (v_disp    ),
    .lcd_de        (lcd_de    ),
    .lcd_hs        (lcd_hs    ),
    .lcd_vs        (lcd_vs    ),   
    .lcd_clk       (lcd_clk   ),
    .lcd_rgb       (lcd_rgb_o ),
    .lcd_rst       (lcd_rst   ),
    .lcd_bl        (lcd_bl)
    );
endmodule
```

## /design/flow/run.sh

```bash
#!/bin/bash
# OpenROAD 26Q1-2900-gdf79404cd8, Yosys 0.63+post, stock flow scripts
make -C /OpenROAD-flow-scripts/flow DESIGN_CONFIG=/design/flow/config.mk WORK_HOME=/design/flow/orfs finish
```

==> run notes <==
The flow run is done. After synthesis, the share of cell area in mux cells is 0.779%. The report puts the hold buffer count at CTS at 0. The number of warnings reported in the stage logs is 36. In this run the worst path has a maximum fanout of 11. STA classifies the critical path endpoint as an output pin.

After synthesis, the most frequently instantiated cells are 28 x sky130_fd_sc_hd__nor2_1, 26 x sky130_fd_sc_hd__nand2_1, 23 x sky130_fd_sc_hd__dfrtp_1. Instance count on the critical path landed at 12. For the pin with the worst max-slew slack, the measured transition is 0.892 ns. The via count of the first global-routing pass was 1917.

The netlist uses 59 different library cells. The script extracted a total leakage power of 1.19 nW. Number of buffer cells added on primary ports landed at 37. Looking at area per cell type in the netlist, the leader is sky130_fd_sc_hd__dfrtp_1. Count of warnings emitted by yosys landed at 3. Largest net degree at the start of global routing landed at 24.

The synthesis report lists the most area-consuming cells as sky130_fd_sc_hd__dfrtp_1 22%, sky130_fd_sc_hd__ha_1 7.3%, sky130_fd_sc_hd__buf_4 5.8%, sky130_fd_sc_hd__xor2_1 5.5%, sky130_fd_sc_hd__xnor2_1 5.1%. TritonCTS built the clock tree. The commonest register cell is sky130_fd_sc_hd__dfrtp_1. From left edge to right edge, the die measures 82.1 um. Detailed-route vias per instance landed at 5.33. Share of final-layout standard cells stronger than drive strength 1 landed at 6.05%. Core area landed at 6060 sq um.

The final timing report counts setup violations totalling 0. Worst hold slack after final layout landed at 0.512 ns. The overall die size recorded for this design is 6750 sq um.

Switching share of power landed at 22.7%. After global routing, the most crowded layer is met1. After routing, the total negative slack on setup checks comes to 0 ns. Iteration count of the initial detailed-routing pass landed at 4.

Summing the areas of all compound-gate instances in the mapped netlist gives 20.0% of the synthesized area. In the global route stage, met3 resource usage came out at 0.892%. Max-slew violation count landed at 0. The critical path in the final layout is reported with a setup slack of 1.06 ns.

The worst register-to-register path depth is 8. Leaving out filler cells and counting taps, the final layout contains 422. Worst clock skew landed at 0.00537 ns. The synth_stat.txt file lists the number of cells as 332.

The detail route stage leaves a number of antenna-violating nets equal to 0. Period utilization landed at 85.3%. Clock period minus worst slack landed at 6.14 ns.

Pin placement for this block handled 52 I/O pins. Max capacitance violation total landed at 0. Relative area change from synthesis to final layout landed at 13.4%.

Number of antenna violations at the first check in global routing landed at 0. The cell-mix breakdown from Yosys lists the simple-gate area share as 26.0%. Total global-route track usage landed at 16.4%.

Switching power total landed at 0.0000688 W. The report lists the cells along the critical path as clkdlybuf4s50_1 -> inv_1 -> ha_1 -> nand2b_1 -> a31oi_1 -> mux2i_1 -> nor3_1 -> a31oi_1 -> o32a_1 -> a221o_1 -> a221o_1 -> clkdlybuf4s50_1. Global routing used 24.8% of the available met2 tracks. The floorplan has 28 rows. Final standard cell utilization of the core landed at 48.1%.

Remaining global-route overflow landed at 0. Post-placement worst setup slack landed at 1.04 ns. Summing the areas of all xor and xnor instances in the mapped netlist gives 10.6% of the synthesized area. Post-CTS clock slew at the launch and capture registers of the worst setup and hold paths landed at 0.08 ns.

Top-area cell type share of the netlist area landed at 22.4%. For reference, the post-synthesis area per instance comes to 7.74 sq um. The power report attributes to the sequential group a share of 42.8%. The synthesized design contains 23 register bits. Per the timing report, the achievable frequency comes out to 163 MHz. The number of antenna diodes in the final layout is 0. After detailed placement, the design holds a cell count of 415.

Setup repair after global routing left no endpoint under its margin. Required arrival time at the worst endpoint landed at 5.76 ns. For this block, the initial DRC count from the detailed router was 90. Worst-skew pair later-pin latency landed at 0.37 ns. The routed design shows a wire length per standard cell of 12.6 um. Total buffers and inverters traversed by the critical path landed at 3. Across the VDD grid, the largest voltage drop is 0.0000936 V. In this design, the stage delay of the slowest critical-path cell is 0.49 ns. Looking at the setup timing report, the critical path kind is in2out.

Mapped cell area landed at 2570 sq um. Final weighted congestion in routability-driven placement landed at 0.827. The flow reports that combinational logic draws 13.9% of the design power. STA classifies the critical path startpoint as an input port. Synthesis area per yosys landed at 2570 sq um. Per the detailed-route log, wirelength across all metal layers totals 5330 um. Share of synthesized registers carrying an async set or reset landed at 100%. Count of cells along the worst hold path landed at 1. Sequential share of the synthesized area landed at 22.4%. Total count of hold-check failures in the final report landed at 0. In the synthesized netlist, the number of instances is 332. Remaining routing DRC violations landed at 0. Cell area power density landed at 104 nW/um^2. On the critical path, the stage with the largest delay is an instance of sky130_fd_sc_hd__clkdlybuf4s50_1. Share of power burned in the clock network landed at 43.3%. STA reports the tightest min-delay check as being of type reg2reg. The cell family contributing the most delay on the critical path is AND-OR/OR-AND gates. Floorplan core density landed at 42.4%.

On the critical path the data arrives at 4.70 ns. Post-detailed-placement half-perimeter wirelength landed at 4080 um. Adder-cell share of the synthesized area landed at 7.31%. Routing usage on met1 landed at 26.1%.

Buffers inserted during post-CTS setup optimization landed at 0. Checking max transition, the worst relative margin is 40.0%. The run finished with clean final reports. Post-synth tally of flip-flops with integrated enable landed at 0. For this block, the via count after detailed routing is 2250. The synthesis run identifies the leading combinational cell family as simple AND/OR/NAND/NOR gates. In the post-synthesis netlist, the cell with the most instances is sky130_fd_sc_hd__nor2_1. Per the OpenROAD floorplan log, the height of the die is 82.1 um. Design internal power landed at 0.000234 W. Post-cts gate resize count landed at 0.

The first global-routing pass estimated 8650 um of wire.
-- registers in the layout, indices dropped and copies added, names as in the netlist --
signal                flops
u_lcd_driver.h_cnt       11
u_lcd_driver.lcd_rst      1
u_lcd_driver.v_cnt       11
-- power groups by stage --
stage | clock network, W | registers, W | logic [W]
CTS | 0.000138 | 0.000129 | 0.0000425
global route | 0.000140 | 0.000129 | 0.0000472
finish | 0.000131 | 0.000129 | 0.0000420
-- cell type report --
cell class                 count  area (sq um)
inverter                      21          78.8
fill                         594          3150
clock buffer                   7          92.6
sequential                    23           576
timing repair buffer          38           375
multi-input combinational    257          1690
tap                           75          93.8
clock inverter                 1          5.00
-- routing by layer --
metal | vias up | part of all wire, %
met2 | 48 | 42
met5 | - | 0
met4 | 0 | 2.0
met3 | 7 | 3.5
met1 | 1010 | 52
li1 | 1185 | -
-- worst paths after layout --
kind,startpoint,to,slack (ns)
worst max register to register,u_lcd_driver.h_cnt[0],u_lcd_driver.v_cnt[9],4.69
max in group asynchronous,rst_n,u_lcd_driver.h_cnt[5],5.55
worst min-delay path,u_lcd_driver.h_cnt[0],u_lcd_driver.h_cnt[0],0.51
worst max-delay path,fft_point_cnt[1],lcd_rgb[9],1.06
min in group asynchronous,rst_n,u_lcd_driver.v_cnt[5],1.42
worst min register to register,u_lcd_driver.h_cnt[0],u_lcd_driver.h_cnt[0],0.51
-- cells by family after synthesis --
kind of cell	Yosys count
flops	23
xor+xnor	31
other cells	1
simple gates	125
mux	2
fa+ha+maj	15
compound gates	76
buf+inv	59
-- cells in the final DEF (no fill, tap or decap), types with 3 or more instances in the layout --
cell                               n
sky130_fd_sc_hd__clkdlybuf4s50_1  37
sky130_fd_sc_hd__nor2_1           28
sky130_fd_sc_hd__nand2_1          26
sky130_fd_sc_hd__dfrtp_1          23
sky130_fd_sc_hd__inv_1            21
sky130_fd_sc_hd__o21ai_0          19
sky130_fd_sc_hd__a21oi_1          16
sky130_fd_sc_hd__xor2_1           16
sky130_fd_sc_hd__xnor2_1          15
sky130_fd_sc_hd__ha_1             15
sky130_fd_sc_hd__nand3_1          12
sky130_fd_sc_hd__nor3_1            8
sky130_fd_sc_hd__conb_1            8
sky130_fd_sc_hd__nor2b_1           7
sky130_fd_sc_hd__a31oi_1           7
sky130_fd_sc_hd__nand4_1           7
sky130_fd_sc_hd__or3_1             6
sky130_fd_sc_hd__clkbuf_8          6
sky130_fd_sc_hd__nor4_1            4
sky130_fd_sc_hd__nand2b_1          4
sky130_fd_sc_hd__o21a_1            4
sky130_fd_sc_hd__and2_1            3
sky130_fd_sc_hd__or2_2             3
sky130_fd_sc_hd__a221o_1           3
sky130_fd_sc_hd__a21o_1            3
-- metrics by stage --
stage	power (W)	instance area, sq um
after floorplan	0.000163	2590
final	0.000302	2910
after detailed placement	0.000183	2830
after global routing	0.000316	2910
after CTS	0.000310	2910
after global placement	0.000182	2830
Power is estimated from default activity; no workload was simulated.
